==> flow/design.v <==
`timescale 1ns / 1ps
module divide_clock(
    input clk_in,  
    output reg clk_out
    );
    parameter divider = 32'd1000000;
    reg[31:0] count = 32'd0;
    always @(posedge clk_in)
    begin
        count <= count + 32'd1;
        if(count >= (divider-1))
            count <= 32'd0;
        clk_out <= (count < divider / 2)?1'b1:1'b0;  
    end
endmodule
==> flow/run.sh <==
#!/bin/bash
# OpenROAD 26Q1-2900-gdf79404cd8, Yosys 0.63+post, stock flow scripts
make -C /OpenROAD-flow-scripts/flow DESIGN_CONFIG=/design/flow/config.mk WORK_HOME=/design/flow/orfs finish
==> flow/config.mk <==
export PLATFORM = sky130hd
export DESIGN_NAME = divide_clock
export DESIGN_NICKNAME = divide_clock
export VERILOG_FILES = /design/flow/design.v
export SDC_FILE = /design/flow/constraint.sdc
export NUM_CORES = 4
export LEC_CHECK = 1
export CORE_AREA = 10 10 114 114
export DIE_AREA = 0 0 124 124
==> flow/constraint.sdc <==
current_design divide_clock

set clk_period 2.5
set clk_io_pct 0.2

create_clock -name clk0 -period $clk_period [get_ports {clk_in}]

set non_clock_inputs [all_inputs -no_clocks]
set_input_delay [expr $clk_period * $clk_io_pct] -clock clk0 $non_clock_inputs
set_output_delay [expr $clk_period * $clk_io_pct] -clock clk0 [all_outputs]
==> impl_metrics.env <==
# physical design summary
export IMPL_status="finished, final reports clean"
export IMPL_drv_cap=0
export IMPL_fp_util=0.123
export IMPL_fillers=1148
export IMPL_yosys_warnings=1
export IMPL_power_density_nw_per_um2=701
export IMPL_ctsHoldBuffers=0
export IMPL_worstSetupPathType="reg -> reg"
export IMPL_routed_wl_um=2050
export IMPL_drc=0
export IMPL_clock_latency_ns=0.28
export IMPL_io_pins=2
export IMPL_relSlewSlack=0.561
export IMPL_crit_arrival_ns=2.02
export IMPL_chipArea_um2=15400
export IMPL_grt_pass1_wl_um=3530
export IMPL_rsz0062_at_grt="false"
export IMPL_post_drt_wl_per_cell_um=7.08
export IMPL_yosysMostFrequentCell="dfxtp_1"
export IMPL_critPathMaxFanout=20
export IMPL_yosysCellCount=138
export IMPL_hpwl_um=1450
export IMPL_gp_congestion=0.798
export IMPL_hold_viol_final=0
export IMPL_area_growth_syn_to_layout_pct=25.0
export IMPL_edf_count=0
export IMPL_vias_per_cell=3.21
export IMPL_ys_seq_frac=0.514
export IMPL_yosys_area_um2=1290
export IMPL_tool_warnings=25
export IMPL_leakagePower_nw=0.475
export IMPL_setup_viol=0
export IMPL_fmax_mhz=532
export IMPL_clkTransAtPathRegs_ns=0.07
export IMPL_grtUsageTotal=0.0271
export IMPL_synthesis_instances=138
export IMPL_num_rows=37
export IMPL_avgSynthCellArea_um2=9.32
export IMPL_cts_buffers=5
export IMPL_postCtsSetupRepairBufs=0
export IMPL_cp_end_kind="flip-flop"
export IMPL_top_cell_area_share=0.514
export IMPL_first_pass_iters=4
export IMPL_finalMaxSlewViolations=0
export IMPL_vias=930
export IMPL_startpoint_type="flip-flop"
export IMPL_drt_iter0_markers=39
export IMPL_design_core_area_um2=10400
export IMPL_synthTopCellsByArea="dfxtp_1 51%, xnor2_1 6.1%, nor2_1 5.0%, nand2_1 3.5%, a21oi_1 3.1%"
export IMPL_peakVddDrop_mv=0.205
export IMPL_final_util=0.154
export IMPL_hp_class="reg -> reg"
export IMPL_die_h_um=124
export IMPL_rrSetupSlack_ns=0.62
export IMPL_grt_max_degree=21
export IMPL_finalSetupTns_ns=0
export IMPL_cts_tree="yes"
export IMPL_synthDistinctLibCells=31
export IMPL_antenna_found_initial=0
export IMPL_ys_ff=33
export IMPL_fin_crit_sh=0.752
export IMPL_clock_sinks=33
export IMPL_syn_cell_area_um2=1290
export IMPL_root_buffer="clkbuf_8"
export IMPL_worst_ep_required_time_ns=2.64
export IMPL_largest_area_cell="dfxtp_1"
export IMPL_clockBufferDepth=2
export IMPL_top_cells_by_count="33 x dfxtp_1, 17 x nor2_1, 12 x nand2_1"
export IMPL_drive_gt1_frac=0.0844
export IMPL_antenna_cells=0
export IMPL_skew_ns=0.00465
export IMPL_grt_ovfl_total=0
export IMPL_tightest_slew_ns=0.659
export IMPL_htree_levels=2
export IMPL_cts_resized=0
export IMPL_ys_flop_type="dfxtp_1"
export IMPL_ant_nets=0
export IMPL_first_global_vias=820
export IMPL_synthArstFlopShare=0
export IMPL_die_width_um=124
export IMPL_port_buffers=1
export IMPL_post_route_min_period_ns=1.88
## cells by family after synthesis
kind of cell,Yosys count,synth area share
AOI/OAI and AO/OA,20,0.0905
other,1,0.00292
adders and majority gates,1,0.00973
buffers and inverters,9,0.0409
and+or+nand+nor,63,0.268
xor gates and xnor gates,11,0.0749
DFF,33,0.514
## flip-flops by register name, indices dropped and copies added, names as in the netlist
| name | count |
|---|---|
| count | 32 |
| clk_out | 1 |
## critical path, stage by stage (launching register included)
cell      delay [ns]
dfxtp_1         0.35
nor4_1          0.36
nor4bb_1        0.32
a211o_1         0.59
nor2_1          0.11
## cells in the final DEF, fill, tap and decap left out, types with 2 or more instances in the layout
cell / count
dfxtp_1: 33
nor2_1: 17
nand2_1: 12
conb_1: 12
xnor2_1: 9
a21oi_1: 8
o21ai_0: 7
nor4_1: 6
inv_1: 5
or3_1: 5
nand3_1: 5
clkbuf_8: 5
nor3_1: 4
or4_1: 2
and3_1: 2
nand3_2: 2
nand4_1: 2
xor2_1: 2
or4_4: 2
bufinv_16: 2
## metal layers
| metal | track usage | share of wire | vias to the layer above |
|---|---|---|---|
| li1 | - | - | 506 |
| met1 | 0.0372 | 0.54 | 413 |
| met2 | 0.0407 | 0.41 | 9 |
| met3 | 0.0101 | 0.045 | 2 |
| met4 | 0.00432 | 0.0068 | 0 |
| met5 | 0 | 0 | - |
## per-stage QoR
step / instance area, um2 / setup WS, ns / hold WS (ns) / power, mW / cells
2_1_floorplan: 1330 / 0.770 / 0.420 / 0.552 / 149
3_3_place_gp: 1470 / 0.662 / 0.442 / 0.553 / 282
3_5_place_dp: 1470 / 0.625 / 0.460 / 0.554 / 282
4_1_cts: 1610 / 0.614 / 0.472 / 1.14 / 290
5_1_grt: 1610 / 0.334 / 0.489 / 1.16 / 290
6_report: 1610 / 0.619 / 0.462 / 1.13 / 290
## layout make-up
| cell class | instances | area (um2) | area share |
|---|---|---|---|
| clock inverters | 3 | 65.1 | 0.0405 |
| repair buffers | 1 | 10.0 | 0.00623 |
| inverters | 5 | 18.8 | 0.0117 |
| multi-input cells | 107 | 614 | 0.382 |
| well taps | 136 | 170 | 0.106 |
| clock buffers | 5 | 68.8 | 0.0428 |
| flip-flops and latches | 33 | 661 | 0.411 |
## report_power, final
group / switching, mW / leakage [nW] / total [mW] / internal [mW]
sequential: 0.00254 / 0.270 / 0.539 / 0.536
combinational: 0.00240 / 0.136 / 0.00304 / 0.000640
clock: 0.190 / 0.0681 / 0.586 / 0.396
total: 0.195 / 0.475 / 1.13 / 0.933
## worst paths after layout
path                                           start                   to  cells past startpoint
worst max-delay path            count[13]$_SDFF_PP0_  count[2]$_SDFF_PP0_                      4
worst min register to register   count[0]$_SDFF_PP0_  count[0]$_SDFF_PP0_                      1
worst max register to register  count[13]$_SDFF_PP0_  count[2]$_SDFF_PP0_                      4
worst min-delay path             count[0]$_SDFF_PP0_  count[0]$_SDFF_PP0_                      1
Power figures rest on the tool's default switching activity, not on a simulated workload.
